### /design/flow/config.mk
export PLATFORM = sky130hd
export DESIGN_NAME = Baseball_B
export DESIGN_NICKNAME = Baseball_B
export VERILOG_FILES = /design/flow/design.v
export SDC_FILE = /design/flow/constraint.sdc
export NUM_CORES = 4
export LEC_CHECK = 1
export CORE_AREA = 10 10 79 79
export DIE_AREA = 0 0 89 89
### /design/flow/constraint.sdc
current_design Baseball_B

set clk_period 2.1
set clk_io_pct 0.2

create_clock -name clk0 -period $clk_period [get_ports {iCLK}]

set non_clock_inputs [all_inputs -no_clocks]
set_input_delay [expr $clk_period * $clk_io_pct] -clock clk0 $non_clock_inputs
set_output_delay [expr $clk_period * $clk_io_pct] -clock clk0 [all_outputs]
### /design/flow/design.v
module Baseball_B(iCLK,
                  iRSTn,
                  iSTRIKE,
                  iBALL,
                  iHIT,
                  iHIT_OUT,
                  oSTRIKE_LED,
                  oOUT_LED,
                  oBALL_LED,
                  oBASE);
    input iCLK, iRSTn, iSTRIKE, iBALL, iHIT, iHIT_OUT;
    output [1:0] oSTRIKE_LED, oOUT_LED;
    output [2:0] oBALL_LED, oBASE;
    wire i_STRIKE, i_BALL, i_HIT, i_OUT, RESET;
    reg [2:0] o_STRIKE, o_OUT;
    reg [3:0] o_BALL, o_BASE;
    assign oSTRIKE_LED = o_STRIKE[1:0];
    assign oOUT_LED    = o_OUT[1:0];
    assign oBALL_LED   = o_BALL[2:0];
    assign oBASE       = o_BASE[2:0];
    assign RESET       = (iRSTn & (~o_OUT[2]));
    PG_B U0(
    .iRST(iRSTn),
    .iCLK(iCLK),
    .EN(~iSTRIKE),
    .oP(i_STRIKE)
    );
    PG_B U1(
    .iRST(iRSTn),
    .iCLK(iCLK),
    .EN(~iBALL),
    .oP(i_BALL)
    );
    PG_B U2(
    .iRST(iRSTn),
    .iCLK(iCLK),
    .EN(~iHIT),
    .oP(i_HIT)
    );
    PG_B U3(
    .iRST(iRSTn),
    .iCLK(iCLK),
    .EN(~iHIT_OUT),
    .oP(i_OUT)
    );
    always@ (posedge iCLK, negedge RESET)
    begin
        if (~RESET)
            o_BALL <= 4'b0000;
        else if (~i_BALL)
        begin
            if (o_STRIKE[2] | o_BALL[3] | i_HIT | i_OUT)
                o_BALL <= 4'b0000;
            else
                o_BALL <= o_BALL;
        end
        else
        begin
            if (o_BALL[2:0] == 3'b111)
                o_BALL <= 4'b1000;
            else
                o_BALL <= {o_BALL[2:0], 1'b1};
        end
    end
    always@ (posedge iCLK, negedge RESET)
    begin
        if (~RESET)
            o_STRIKE <= 3'b000;
        else if (~i_STRIKE)
        begin
            if (o_STRIKE[2] | o_BALL[3] | i_HIT | i_OUT)
                o_STRIKE <= 3'b000;
            else
                o_STRIKE <= o_STRIKE;
        end
        else
        begin
            if (o_STRIKE[1:0] == 2'b11)
                o_STRIKE <= 3'b100;
            else
                o_STRIKE <= {o_STRIKE[1:0], 1'b1};
        end
    end
    always@ (posedge iCLK, negedge RESET)
    begin
        if (~RESET)
            o_OUT <= 3'b000;
        else if (~i_OUT)
        begin
            if (o_OUT == 3'b100)
                o_OUT <= 3'b000;
            else if (o_STRIKE[2])
                o_OUT <= {o_OUT[1:0], 1'b1};
            else
                o_OUT <= o_OUT;
        end
        else
        begin
            if (o_OUT[1:0] == 2'b11)
                o_OUT <= 3'b100;
            else
                o_OUT <= {o_OUT[1:0], 1'b1};
        end
    end
    always@ (posedge iCLK, negedge RESET)
    begin
        if (~RESET)
            o_BASE <= 4'b0000;
        else
        begin
            if (o_BALL[3] | i_HIT)
                o_BASE <= {o_BASE[2:0], 1'b1};
        end
    end
endmodule
module D_FF(iRST,
            iCLK,
            iD,
            oQ);
    input iRST, iCLK, iD;
    output oQ;
    reg oQ;
    always@ (posedge iCLK or negedge iRST)
        if (~iRST)
            oQ <= 1'b0;
        else
            oQ <= iD;
endmodule
module PG_B(iRST,
            iCLK,
            EN,
            oP);
    input iRST, iCLK, EN;
    output reg oP;
    reg Da, Db;
    wire a, b;
    always@(*)
        case({a, b, EN})
            3'b000:{Da, Db, oP} = 3'b000;
            3'b001:{Da, Db, oP} = 3'b010;
            3'b010:{Da, Db, oP} = 3'b001;
            3'b011:{Da, Db, oP} = 3'b101;
            3'b100:{Da, Db, oP} = 3'b000;
            3'b101:{Da, Db, oP} = 3'b100;
            3'b110:{Da, Db, oP} = 3'bxxx;
            3'b111:{Da, Db, oP} = 3'bxxx;
        endcase
    D_FF U0(
    .iRST(iRST),
    .iCLK(iCLK),
    .iD(Da),
    .oQ(a)
    );
    D_FF U1(
    .iRST(iRST),
    .iCLK(iCLK),
    .iD(Db),
    .oQ(b)
    );
endmodule
### /design/flow/run.sh
#!/bin/bash
# OpenROAD 26Q1-2900-gdf79404cd8, Yosys 0.63+post, stock flow scripts
make -C /OpenROAD-flow-scripts/flow DESIGN_CONFIG=/design/flow/config.mk WORK_HOME=/design/flow/orfs finish
==> impl_metrics.yaml <==
# synthesis and place-and-route metrics
drt:
  drc: 0
  drt_iter0_markers: 32
  dr.pass1.iters: 4
  final_antenna_net_count: 0
  diodes: 0
  vias_per_cell: 3.94
  vias: 567
  wl_per_cell_microns: 10.1
  drt_wl_total_mm: 1.46
sta:
  setup_tns_ns: 0
  finalMaxSlewViolations: 0
  finalCritPeriodShare: 0.755
  grt_setup_unrepaired: "no"
  worst_slew_pin_slew_ns: 0.419
  setup_viol: 0
  fin_ws_ns: 0.515
  fin_crit_ns: 1.59
  timing.fmax_mhz: 631
  final-hold-violation-count: 0
  max_slew_margin: 0.721
  fin_worst_skew_ns: 0.00232
synthesis:
  edf_count: 0
  yosys-stat-cells: 76
  common_cells: "dfrtp_1 (21), nor2_1 (10), buf_4 (7), nand2b_1 (5)"
  ys_chip_area_sq_um: 900
  synth_area_per_cell_sq_um: 11.8
  synth.distinct_cells: 23
  synth_flops: 21
  top_area_frac: 0.584
  yosysWarnings: 4
  syn_inst: 76
  async_reset_ff_frac: 1.00
  ys.flop_type: "dfrtp_1"
  synth.most_common_cell: "dfrtp_1"
  synthTopCellsByArea: "dfrtp_1 (58%), buf_4 (5.8%), nor2_1 (4.2%)"
  synth_area_sq_um: 900
  ys_seq_frac: 0.584
  post-synth-top-area-cell: "dfrtp_1"
placement:
  dp_slack_ns: 0.748
  gpl.final_weighted_congestion: 0.731
  dp_hpwl_mm: 1.25
  portBuffers: 15
worst_setup_path:
  arrival_ns: 1.17
  critPathKind: "reg2out"
  crit_chain: "clkdlybuf4s50_1"
  critPathSlowestCell: "clkdlybuf4s50_1"
  crit_buf_inv: 1
  critPathMaxStageDelay_ns: 0.50
  crit_fanout: 6
  critPathRequiredTime_ns: 1.68
  startpoint_type: "flip-flop"
  cpLargestDelayFamily: "buffers and inverters"
  crit_path_end_kind: "output port"
layout:
  finish.utilization: 0.241
  nFillCells: 470
  drive_gt1_frac: 0.144
  area_growth_pct: 25.0
grt:
  grt_max_degree: 12
  antenna_found_initial: 0
  grt_pass1_wl_mm: 2.42
  grt_overflow: 0
  grt_usage: 0.0387
  grt_pass1_vias: 557
cts:
  tritoncts: "yes"
  clock.latency.late_pin_ns: 0.25
  cts_buffer_depth: 2
  cts_root_buffer: "clkbuf_8"
  clkTransAtPathRegs_ns: 0.07
  post_cts.repair.setup_buffers: 0
  cts_resized: 0
  cts_hold_buf: 0
  h-tree-depth: 1
  cts_made_buffers: 3
  clkSinkCount: 21
floorplanning:
  core.rowCount: 25
  die_height_microns: 89
  die_area_sq_um: 7920
  fp_util: 0.193
  die_w_microns: 89
  coreArea_sq_um: 4660
  io_pins: 16
hold_path:
  min_path_type: "reg2async"
run_status:
  status: "finished clean"
power:
  leakagePower_nw: 0.459
  internal_power_mw: 0.770
  cellPowerDensity_nw_per_um2: 931
  pwr-share-clk: 0.231
  seqPwrFrac: 0.513
  combPwrFrac: 0.255
  peakVddDrop_uv: 387
  p_sw_frac: 0.265
  total_power_mw: 1.05
  net-switching-power_mw: 0.277
flow_run:
  cap_violations: 0
  warnings: 25
cells in the final DEF (no fill, tap or decap), types with 2 or more instances in the layout:
cell / netlist / routed
nor3_1: 4 / 4
mux2_2: 2 / 2
nor3b_1: 2 / 2
buf_4: 7 / 2
nor2_1: 10 / 10
nand2_1: 2 / 2
a31oi_1: 2 / 2
nand2b_1: 5 / 5
inv_1: 4 / 4
a31o_2: 2 / 2
nor2b_1: 2 / 2
dfrtp_1: 21 / 21
clkdlybuf4s50_1: 0 / 15
a32o_1: 2 / 2
a21oi_1: 2 / 2
clkbuf_8: 0 / 3
per-stage QoR:
stage	hold WS [ns]	instance area, sq um	instances
4_1_cts	0.407	1120	144
6_report	0.404	1120	144
3_5_place_dp	0.394	1080	140
2_1_floorplan	0.124	900	76
3_3_place_gp	0.384	1080	140
5_1_grt	0.442	1120	144
per-layer routing:
layer,track usage,share of wire,vias to the layer above
met2,0.0632,0.49,11
met1,0.0460,0.42,269
li1,-,-,287
met5,0,0,-
met4,0.00145,0,0
met3,0.0220,0.088,0
state kept, by name (all words and copies together) (netlist names):
name      count
U0.U0.oQ      1
U0.U1.oQ      1
U1.U0.oQ      1
U1.U1.oQ      1
U2.U0.oQ      1
U2.U1.oQ      1
U3.U0.oQ      1
U3.U1.oQ      1
o_BALL        4
o_BASE        3
o_OUT         3
o_STRIKE      3
cells by family after synthesis:
| family | count (synthesis) | synth area share |
|---|---|---|
| muxes | 2 | 0.0250 |
| and+or+nand+nor | 28 | 0.166 |
| DFF | 21 | 0.584 |
| buffers and inverters | 11 | 0.0751 |
| AOI/OAI and AO/OA | 14 | 0.150 |
power groups by stage:
stage	Clock (mW)	Sequential, mW	Combinational, mW
4_1_cts	0.256	0.537	0.278
5_1_grt	0.278	0.551	0.302
6_report	0.242	0.538	0.267
path summary, 6_finish.rpt:
kind                            from           end  slack (ns)  cells past startpoint
setup / recovery           o_BALL[2]  oBALL_LED[2]        0.51                      1
hold / removal              o_OUT[2]      o_OUT[2]        0.40                      2
setup reg to reg            U3.U1.oQ     o_BALL[1]        0.78                      3
hold reg to reg             o_OUT[2]      o_OUT[2]        0.40                      2
max in group asynchronous      iRSTn     o_BALL[2]        1.03                      3
min in group clk0           U1.U0.oQ      U1.U1.oQ        0.45                      1
cell type report:
| class | instances | area (sq um) | share of cell area |
|---|---|---|---|
| tap | 54 | 67.6 | 0.0601 |
| clock buffer | 4 | 45.0 | 0.0400 |
| multi-input combinational | 44 | 307 | 0.273 |
| inverter | 4 | 15.0 | 0.0133 |
| timing repair buffer | 17 | 165 | 0.147 |
| sequential | 21 | 526 | 0.467 |
Power and IR drop assume default switching activity.
